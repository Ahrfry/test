===== design/flow/design.v =====
module event_counter (
    input wire 	       clk,
    input wire 	       reset,
    input wire 	       event_enable,
    input wire 	       event1,
    input wire 	       event2,
    input [31:0]       count_limit,
    output wire [31:0] data_out, 
    output wire        event_out
);
localparam
  NO_EVENT = 0,
  EVENT1   = 1,
  EVENT2   = 2;
  reg 		       event_enable_asserted;
  reg 		       event_enable_assertedQ;
  reg 		       event_counter_enabled;
  reg 		       event_outQ;
  reg [31:0] 	       event_counter;
  assign data_out = event_counter;
  assign event_out = event_outQ;
always @(posedge clk) begin
  if (reset) begin
    event_enable_asserted <= 0;
    event_enable_assertedQ <= 0;
  end
  else begin
    event_enable_assertedQ <= event_enable;
    if (event_enable & ~event_enable_assertedQ)
      event_enable_asserted <= 1;
    else 
      event_enable_asserted <= 0;
  end
end
always @(posedge clk) begin
  if (reset | event_enable_asserted) begin
    event_outQ <= 0;
    event_counter <= 0;
    event_counter_enabled <= 1'b0;
  end
  else begin
    if (event1)
      event_counter_enabled <= 1'b1;
    if (event_counter_enabled & event2)
      event_counter <= event_counter + 1;
    if (event_counter_enabled & (event_counter >= count_limit)) begin
      event_outQ <= 1'b1;
      event_counter_enabled <= 1'b0;
    end
    if (event_outQ)
      event_outQ <= 1'b0;
  end
end
endmodule

===== design/flow/run.sh =====
#!/bin/bash
# OpenROAD 26Q1-2900-gdf79404cd8, Yosys 0.63+post, stock flow scripts
make -C /OpenROAD-flow-scripts/flow DESIGN_CONFIG=/design/flow/config.mk WORK_HOME=/design/flow/orfs finish

===== design/flow/config.mk =====
export PLATFORM = sky130hd
export DESIGN_NAME = event_counter
export DESIGN_NICKNAME = event_counter
export VERILOG_FILES = /design/flow/design.v
export SDC_FILE = /design/flow/constraint.sdc
export NUM_CORES = 4
export LEC_CHECK = 1
export CORE_UTILIZATION = 40

===== design/flow/constraint.sdc =====
current_design event_counter

set clk_period 5.6
set clk_io_pct 0.2

create_clock -name clk0 -period $clk_period [get_ports {clk}]

set non_clock_inputs [all_inputs -no_clocks]
set_input_delay [expr $clk_period * $clk_io_pct] -clock clk0 $non_clock_inputs
set_output_delay [expr $clk_period * $clk_io_pct] -clock clk0 [all_outputs]

==> flow_metrics.env <==
# physical design summary
export IMPL_status="finished, final reports clean"
export IMPL_tightest_slew_ps=647
export IMPL_syn_inst=287
export IMPL_ys_seq_share_pct=31.0
export IMPL_cts_tree="done"
export IMPL_vias_per_cell=4.88
export IMPL_clockRootBuffer="clkbuf_8"
export IMPL_period_minus_slack_ps=2970
export IMPL_syn_cell_area_sq_mm=0.00233
export IMPL_p_sw_share_pct=22.0
export IMPL_fin_hold_ws_ps=393
export IMPL_grt_max_degree=32
export IMPL_drive_gt1_share_pct=4.18
export IMPL_die_x_um=78.3
export IMPL_max_freq_mhz=337
export IMPL_drtPass1Iterations=4
export IMPL_pwr_share_seq_pct=50.8
export IMPL_maxSlewHeadroom_pct=56.9
export IMPL_grtUsageTotal_pct=19.5
export IMPL_num_io_pins=70
export IMPL_finalSetupViolCount=0
export IMPL_grt_pass1_wl_um=9470
export IMPL_io_buffers=69
export IMPL_combPwrFrac_pct=10.8
export IMPL_p_leak_nw=1.37
export IMPL_ctsResizeCount=0
export IMPL_ys_area_sq_mm=0.00233
export IMPL_skew_ps=3.04
export IMPL_rows=27
export IMPL_required_ps=5830
export IMPL_htree_levels=2
export IMPL_period_used_pct=53.0
export IMPL_routed_via_count=2104
export IMPL_antenna_left=0
export IMPL_routed_wl_um=5450
export IMPL_hp_class="flip-flop to flip-flop"
export IMPL_edf_count=0
export IMPL_clk_latency_ps=280
export IMPL_cts_made_buffers=5
export IMPL_n_antenna_cell=0
export IMPL_drv_slew=0
export IMPL_start_kind="input pin"
export IMPL_dp_hpwl_um=4130
export IMPL_drt_iter0_markers=52
export IMPL_clkTransAtPathRegs_ps=70
export IMPL_arrival_ps=3200
export IMPL_synthDistinctLibCells=34
export IMPL_endpoint_kind="flip-flop"
export IMPL_dpl_cell_area_sq_mm=0.00310
export IMPL_globalplace_congestion=0.796
export IMPL_comb_area_sq_mm=0.00144
export IMPL_power_frac_clock_pct=38.4
export IMPL_n_fill_cell=508
export IMPL_grt_ovfl_total=0
export IMPL_cts_buffer_depth=2
export IMPL_yosys_cells=287
export IMPL_ff2ff_setup_slack_ps=3550
export IMPL_irDropWorstVdd_uv=99.3
export IMPL_dp_slack_ps=2320
export IMPL_initCoreUtil_pct=42.0
export IMPL_intPower_uw=401
export IMPL_total_power_uw=514
export IMPL_switching_power_uw=113
export IMPL_wire_per_inst_um=12.7
export IMPL_cts_setup_buffers=0
export IMPL_grt_pass1_vias=2008
export IMPL_ff_type="dfxtp_1"
export IMPL_ys_ff=36
export IMPL_antenna_found_initial=0
export IMPL_cts_hold_buf=0
export IMPL_yosysWarnings=1
export IMPL_final_setup_tns_ps=0
export IMPL_async_flop_share_pct=0
export IMPL_dieArea_sq_mm=0.00612
export IMPL_final_seq_area_sq_um=721
export IMPL_warnings=25
export IMPL_worst_slack_ps=2630
export IMPL_die_y_um=78.3
export IMPL_syn_area_per_cell_sq_um=8.10
export IMPL_core_area_sq_mm=0.00554
export IMPL_drcViolationCount=0
export IMPL_rsz0062_at_grt="false"
export IMPL_cp_max_fo=2
export IMPL_p_per_area_mw_per_mm2=161
export IMPL_final_area_sq_mm=0.00320
export IMPL_setup_worst_path_class="input pin to flip-flop"
export IMPL_syn2layout_area_growth_pct=37.5
export IMPL_cts_sinks=36
export IMPL_hold_violations=0
export IMPL_drv_cap=0
-- Yosys cell counts, drive strengths merged, types with 5 or more instances --
master  number  area share [%]
xnor2        6             2.3
nand3       18             3.9
xor2        24             9.0
and4         5             2.0
dfxtp       36              31
nor2        37             6.0
a21oi       13             2.8
inv         35             5.6
ha          33              18
nand2       21             3.4
nor3         6             1.3
nand4       18             4.8
o21ai        5             1.1
-- cell families after synthesis --
group / count (synthesis) / synth area share, %
muxes: 1 / 0.430
and+or+nand+nor: 117 / 24.7
DFF: 36 / 31.0
buffers and inverters: 43 / 7.15
xor gates and xnor gates: 30 / 11.3
adders and majority gates: 33 / 17.8
AOI/OAI and AO/OA: 27 / 7.69
-- state kept, by name, summed over array words and instances, names as in the netlist --
register / flops
event_counter: 32
event_outQ: 1
event_counter_enabled: 1
event_enable_assertedQ: 1
event_enable_asserted: 1
-- layout by cell type (no fill, tap or decap) --
master and n:
clkdlybuf4s50_1 69, nor2_1 37, dfxtp_1 36, inv_1 35
ha_1 33, xor2_1 24, nand2_1 21, nand3_1 18
nand4_1 18, a21oi_1 13, clkbuf_8 7, xnor2_1 6
nor3_1 6, o21ai_0 5, and4_1 4, buf_4 4
and3_1 2, and2_1 2, o21a_1 2, nor2b_1 2
or2_2 1, or3_1 1, mux2i_1 1, a211oi_1 1
and4_4 1, o211ai_2 1, nand2b_1 1, a2111oi_0 1
or4_1 1, nor4_1 1, a41oi_2 1, a221oi_1 1
a2bb2oi_1 1, nand3b_1 1, o2111a_1 1
-- worst max-delay path, stage by stage --
cell             delay (ps)
clkdlybuf4s50_1         450
inv_1                    40
ha_1                    280
and4_1                  270
o211ai_2                100
or4_1                   530
a41oi_2                 230
o2111a_1                180
-- routing by layer --
| layer | global-route usage [%] | up-vias | wire, um |
|---|---|---|---|
| met5 | 0 | - | 0 |
| met4 | 1.67 | 0 | 46 |
| met3 | 2.72 | 6 | 235 |
| met2 | 29.2 | 44 | 2270 |
| met1 | 31.3 | 935 | 2910 |
| li1 | - | 1119 | - |
-- stage by stage --
step	utilization, %	instances
after detailed placement	56.0	424
after floorplan	-	287
after global placement	56.0	424
after CTS	57.7	431
final	57.7	431
after global routing	57.7	431
-- path summary, 6_finish.rpt --
check                               startpoint                          endpoint  cells past startpoint
min          event_enable_assertedQ$_SDFF_PP0_  event_enable_asserted$_SDFF_PP0_                      1
max                             count_limit[9]             event_outQ$_SDFF_PP0_                      8
max reg2reg      event_counter[9]$_SDFFE_PP0P_             event_outQ$_SDFF_PP0_                      6
min reg2reg  event_enable_assertedQ$_SDFF_PP0_  event_enable_asserted$_SDFF_PP0_                      1
-- final cells by class --
cell class | count | area share [%]
Timing Repair Buffer | 73 | 22.5
Tap cell | 72 | 2.82
Clock buffer | 7 | 3.01
Inverter | 35 | 4.11
Multi-Input combinational cell | 208 | 45.0
Sequential cell | 36 | 22.5
-- power by group through the flow --
stage | clock, mW | sequential [mW] | combinational (mW)
after CTS | 0.205 | 0.261 | 0.0562
after global routing | 0.219 | 0.261 | 0.0627
final | 0.197 | 0.261 | 0.0555
Power is estimated from default activity; no workload was simulated.
